`flow/config.mk`:
```
export PLATFORM = sky130hd
export DESIGN_NAME = clock
export DESIGN_NICKNAME = clock
export VERILOG_FILES = /design/flow/design.v
export SDC_FILE = /design/flow/constraint.sdc
export NUM_CORES = 4
export LEC_CHECK = 1
export CORE_AREA = 10 10 110 110
export DIE_AREA = 0 0 120 120
```
`flow/constraint.sdc`:
```
current_design clock

set clk_period 5.3
set clk_io_pct 0.2

create_clock -name clk0 -period $clk_period [get_ports {in_clk}]

set non_clock_inputs [all_inputs -no_clocks]
set_input_delay [expr $clk_period * $clk_io_pct] -clock clk0 $non_clock_inputs
set_output_delay [expr $clk_period * $clk_io_pct] -clock clk0 [all_outputs]
```
`flow/design.v`:
```
module clock (
    output reg out_clk,
    input wire in_clk
);
    reg [24:0] count = 0;
    always @(posedge in_clk) begin
        if (count == 5000000) begin
            count <= 0;
            out_clk <= ~out_clk;
        end else begin
            count <= count + 1;
        end
    end
endmodule
```
`flow/run.sh`:
```
#!/bin/bash
# OpenROAD 26Q1-2900-gdf79404cd8, Yosys 0.63+post, stock flow scripts
make -C /OpenROAD-flow-scripts/flow DESIGN_CONFIG=/design/flow/config.mk WORK_HOME=/design/flow/orfs finish
```
==> flow.log <==
[flow] summary of implementation run
INFO  metric run_status = finished clean
INFO  metric layout_worst_path_cycle_share = 0.403
INFO  metric number_of_buffers_added_by_the_clock_tree_synthesis_step = 3
INFO  metric cts.sink_count = 26
INFO  metric synth.avg_cell_area = roughly 10 µm²
INFO  metric worst_slew_pin_slew = around 0.43 ns
INFO  metric openroad.warnings = 26
INFO  metric routabilityCongestion = a little under 0.8
INFO  metric route.antenna.remaining_nets = 0
INFO  metric tritoncts = done
INFO  metric timing.final.max_slew_violations = 0
INFO  metric layout.cell_area.non_filler = 1440 µm²
INFO  metric chipArea = 14400 µm²
INFO  metric fin_crit = roughly 2.1 ns
INFO  metric clock_tree.buffer_depth = 2
INFO  metric ys_cells = 119
INFO  metric row_count = 36
INFO  metric initial_antenna_violation_count = 0
INFO  metric detailroute.via_count = 817
INFO  metric placedInstanceArea = 1380 µm²
INFO  metric maxCapViolCount = 0
INFO  metric power.share.clock = 0.389
INFO  metric worstPathRequired = 4.24 ns
INFO  metric worst_rel_slew_slack = 0.712
INFO  metric fin_worst_skew = roughly 0.0054 ns
INFO  metric number_of_cells_produced_by_synthesis = approximately 120
INFO  metric ctsHtreeMaxLevel = 1
INFO  metric hold_start = count[24]
INFO  metric drtPass1Iterations = 4
INFO  metric cellPowerDensity = 223 nW/µm²
INFO  metric p_total = between 300 and 400 µW
INFO  metric ys_dominant_reg_cell = sky130_fd_sc_hd__dfxtp_1
INFO  metric cts.reportedPaths.clkPinSlew = 0.08 ns
INFO  metric setup.worst_path.class = reg2out
INFO  metric pwr-share-comb = 0
INFO  metric sum_neg_setup_slack = 0 ns
INFO  metric registers_synthesis = 26
INFO  metric synth_area = ~1200 µm²
INFO  metric ys_types = 29
INFO  metric finalWirelength = ~2000 µm
INFO  metric synth.yosys.seq_area_share = 0.440
INFO  metric post-cts-setup-buffer-count = 0
INFO  metric fin_util = 0.147
INFO  metric cp_num_cells = 1
INFO  metric fraction_of_layout_cells_with_a_size_suffix_above_1 = 0.105
INFO  metric crit_fanout = 2
INFO  metric fraction_of_registers_with_async_set_reset = 0
INFO  metric grt_pass1_vias = about 800
INFO  metric p_switching = 58.8 µW
INFO  metric power.internal = around 260 µW
INFO  metric number_of_instances_resized_during_post_cts_repair = 0
INFO  metric rsz0062_at_grt = false
INFO  metric core_area = approximately 9800 µm²
INFO  metric source_to_sink_clock_delay_at_the_later_pin_of_the_worst_skew_pair = roughly 0.27 ns
INFO  metric fp_util = 0.123
INFO  metric synth-edff-count = 1
INFO  metric maxClockFrequency = 0.468 GHz
INFO  metric crit_buf_inv = 1
INFO  metric slowest_delay = 0.46 ns
INFO  metric design.portCount = 2
INFO  metric ys_area = about 1200 µm²
INFO  metric r2r_start = count[0]
INFO  metric route.antenna.diode_count = 0
INFO  metric hold_buffers = 0
INFO  metric hold_violations = 0
INFO  metric root_buffer = sky130_fd_sc_hd__clkbuf_8
INFO  metric drt_first_iter_violations = around 47
INFO  metric port_buffers = 1
INFO  metric critical_path.slowest_cell = sky130_fd_sc_hd__clkdlybuf4s50_1
INFO  metric post_drt_via_cell_ratio = around 3.2
INFO  metric congestion_overflow_gr = 0
INFO  metric ir_drop = between 0.15 and 0.2 mV
INFO  metric detail_route.wl_per_cell = a little under 8 µm
INFO  metric leakagePower = 0.000424 µW
INFO  metric grt_start_max_net_pins = 15
INFO  metric synthToLayoutAreaGrowth = 19.2%
INFO  metric final_hpwl_dp = roughly 1400 µm
INFO  metric timing.reg2reg.worst_path_depth = 5
INFO  metric setup_viol = 0
INFO  metric die_width = approximately 120 µm
INFO  metric timing.critical_path.cells = clkdlybuf4s50_1
INFO  metric track_usage = 0.0290
INFO  metric critPathLaunchType = flip-flop
INFO  metric critPathLaunch = out_clk
INFO  metric timing.hold.worst.class = reg2reg
INFO  metric global_route_wire_length_before_repair = about 3700 µm
INFO  metric whs_path_depth = 1
INFO  metric net_switching_fraction_of_the_power = 0.183
INFO  metric post-route-drc-count = 0
INFO  metric critPathCaptureType = output pin
INFO  metric ys_warn_count = 1
INFO  metric dieHeight = around 120 µm
INFO  metric critical_path_arrival = ~1.1 ns
INFO  metric power_frac_seq = 0.611
INFO  metric worst_path_dominant_cell_family = buffers and inverters
-- logic make-up after synthesis --
logic type / count (synthesis) / synth area share
AND/OR/NAND/NOR: 59 / 0.338
flip-flops: 26 / 0.440
XOR/XNOR: 20 / 0.145
buffers and inverters: 6 / 0.0187
AND-OR/OR-AND: 4 / 0.0207
multiplexers: 2 / 0.0166
adder cells (fa/ha/maj): 2 / 0.0207
-- Yosys cell counts, drive strengths merged (2+ instances only) --
cell / number / area [µm²]
and2: 2 / 12.5
and3: 4 / 26.3
and4: 4 / 35.0
dfxtp: 25 / 500
ha: 2 / 25.0
inv: 6 / 22.5
mux2i: 2 / 20.0
nand2: 2 / 7.51
nand3: 17 / 110
nand4: 7 / 58.8
nor2: 13 / 66.3
nor3: 2 / 10.0
nor4: 3 / 40.0
nor4b: 2 / 17.5
o21ai: 3 / 15.0
xnor2: 16 / 140
xor2: 4 / 35.0
-- final timing paths --
kind	end	slack, ns
max	out_clk	3.17
min	count[24]	0.47
max reg2reg	out_clk	3.59
min reg2reg	count[24]	0.47
-- metal layers --
| metal | global-route usage | routed length (µm) |
|---|---|---|
| met1 | 0.0423 | 1060 |
| met2 | 0.0430 | 869 |
| met3 | 0.00666 | 58 |
| met4 | 0.00528 | 39 |
| met5 | 0 | 0 |
-- flip-flops by register name, summed over array words and instances (netlist names) --
signal / flops
out_clk: 1
count: 25
-- power groups by stage --
stage	registers [µW]	logic (µW)	clock network, µW
4_1_cts	196	0.000183	129
5_1_grt	196	0.000183	138
6_report	196	0.000183	125
-- layout make-up --
type                       count  area (µm²)
sequential                    26         531
multi-input combinational     87         653
timing repair buffer           1        10.0
fill                        1104        8340
inverter                       6        22.5
tap                          133         166
clock buffer                   4        55.1
-- layout by cell type, fill, tap and decap left out, drive strengths merged --
master and n:
nor4 3, nor2b 1, dfxtp 25, and3 4
clkdlybuf4s50 1, nor3b 1, nor4b 2, a2bb2o 1
nand2 2, nor2 13, ha 2, clkbuf 4
edfxtp 1, o21ai 3, nand4 7, xor2 4
nand3 17, and4b 1, xnor2 16, nor3 2
and2 2, and4 4, inv 6, mux2i 2
-- metrics by stage --
| step | cells | hold slack [ns] | setup slack, ns |
|---|---|---|---|
| 2_1_floorplan | 119 | 0.435 | 3.83 |
| 3_3_place_gp | 253 | 0.463 | 3.45 |
| 3_5_place_dp | 253 | 0.462 | 3.44 |
| 4_1_cts | 257 | 0.477 | 3.14 |
| 5_1_grt | 257 | 0.490 | 3.11 |
| 6_report | 257 | 0.468 | 3.17 |
Power is estimated from default activity; no workload was simulated.
