<file path="flow/config.mk">
export PLATFORM = sky130hd
export DESIGN_NAME = data_path
export DESIGN_NICKNAME = data_path
export VERILOG_FILES = /design/flow/design.v
export SDC_FILE = /design/flow/constraint.sdc
export NUM_CORES = 4
export LEC_CHECK = 1
export CORE_AREA = 10 10 70 70
export DIE_AREA = 0 0 80 80
</file>
<file path="flow/constraint.sdc">
current_design data_path

set clk_period 1.8
set clk_io_pct 0.2

create_clock -name clk0 -period $clk_period [get_ports {clk}]

set non_clock_inputs [all_inputs -no_clocks]
set_input_delay [expr $clk_period * $clk_io_pct] -clock clk0 $non_clock_inputs
set_output_delay [expr $clk_period * $clk_io_pct] -clock clk0 [all_outputs]
</file>
<file path="flow/design.v">
module adder #(
	parameter BIT_WIDTH = 1
) (
	output wire cout,
	output wire [BIT_WIDTH - 1:0] sum,
	input wire cin,
	input wire [BIT_WIDTH - 1:0] a, b
);
	assign {cout, sum} = a + b + cin;
endmodule
module alu #(
	parameter BIT_WIDTH = 1
) (
	output wire cout,
	output wire [BIT_WIDTH - 1:0] out,
	input wire [BIT_WIDTH - 1:0] a, b,
	input wire sel
);
	adder #(
		.BIT_WIDTH(BIT_WIDTH)
	) adder1 (
		.cout(cout),
		.sum(out),
		.cin(sel),
		.a(a),
		.b(b ^ {BIT_WIDTH{sel}})
	);
endmodule
module data_path #(
	parameter BIT_WIDTH = 1
) (
	output wire cout,
	output wire [BIT_WIDTH - 1:0] out,
	input wire [BIT_WIDTH - 1:0] in,
	input wire [1:0] addr_reg,
	input wire sel_in, sel_op, clk
);
	wire cout_alu, en_ra, en_rb, en_ro, _;
	wire [BIT_WIDTH - 1:0] out_mi, out_ra, out_rb, out_alu;
	decoder_2to4 reg_addr (.out({_, en_ro, en_rb, en_ra}), .in(addr_reg));
	mux_2to1 #(
		.BIT_WIDTH(BIT_WIDTH)
	) mux_in (
		.out(out_mi),
		.sel(sel_in),
		.a(out_alu),
		.b(in)
	);
	register #(
		.BIT_WIDTH(BIT_WIDTH)
	) reg_a (
		.out(out_ra),
		.in(out_mi),
		.en(en_ra),
		.clk(clk)
	);
	register #(
		.BIT_WIDTH(BIT_WIDTH)
	) reg_b (
		.out(out_rb),
		.in(out_mi),
		.en(en_rb),
		.clk(clk)
	);
	register #(
		.BIT_WIDTH(BIT_WIDTH)
	) reg_o (
		.out(out),
		.in(out_ra),
		.en(en_ro),
		.clk(clk)
	);
	alu #(
		.BIT_WIDTH(BIT_WIDTH)
	) alu1 (
		.cout(cout_alu),
		.out(out_alu),
		.a(out_ra),
		.b(out_rb),
		.sel(sel_op)
	);
	register #(.BIT_WIDTH(1)) reg_carry (.out(cout), .in(cout_alu), .en(1'b1), .clk(clk));
endmodule
module decoder_2to4 (
    output reg [3:0] out,
    input wire [1:0] in
);
    always @* begin
        case (in)
            2'b00: out = 4'b0001;
            2'b01: out = 4'b0010;
            2'b10: out = 4'b0100;
            2'b11: out = 4'b1000;
            default: out = 4'b0000;
        endcase
    end
endmodule
module mux_2to1 #(
	parameter BIT_WIDTH = 1
) (
	output wire [BIT_WIDTH - 1:0] out,
	input wire [BIT_WIDTH - 1:0] a, b,
	input wire sel
);
	assign out = sel ? b : a;
endmodule
module register #(
    parameter BIT_WIDTH = 1
) (
    output reg [BIT_WIDTH - 1:0] out,
    input wire [BIT_WIDTH - 1:0] in,
    input wire en, clk
);
    always @(posedge clk)
        if (en)
            out <= in;
endmodule
</file>
<file path="flow/run.sh">
#!/bin/bash
# OpenROAD 26Q1-2900-gdf79404cd8, Yosys 0.63+post, stock flow scripts
make -C /OpenROAD-flow-scripts/flow DESIGN_CONFIG=/design/flow/config.mk WORK_HOME=/design/flow/orfs finish
</file>
==> run notes <==
The run has ended; figures from its reports follow.

The flow ran to the end, and the final reports show no timing, DRC or antenna violations. The critical path's slowest stage uses the library cell clkdlybuf4s50_1. Per the run summary, max-cap violations total 0. The logs give a warning total of 25. The synthesis stats list as the most numerous cell edfxtp_1.

The insertion delay of the later-clocked pin in the worst-skew pair is about 0.23 ns. The reported leakage power came out at approximately 0.095 nW. The slack of the critical path came out at 0.415 ns. The CTS tree is done.

The total detailed-routing wirelength is approximately 380 µm. The via count of the first global-routing pass came out at approximately 150. In this run the full chip footprint comes out at between 6000 and 7000 µm².

Entering global routing, the biggest net connects 4 pins. The post-CTS setup-driven buffer insertion count is 0. The post-synthesis chip area from yosys is about 160 µm². For reference, the most critical setup path is categorized as flip-flop to output port. The signal on the critical path passes through clkdlybuf4s50_1.

The post-cts gate resize count came out at 0. The per-cell routed wire length is 5.57 µm. STA reports the tightest min-delay check as being of type flip-flop to flip-flop. The number of setup violations in the final report is 0. The setup slack after placement came out at about 0.49 ns. The combined global-route utilization of all metal layers came out at 1.32%. The number of antenna-violating nets in the routed design came out at 0. Looking at the critical path, the highest net fanout was 1.

The first global-routing pass estimated around 600 µm of wire. The cell sitting at the root of the clock tree is a clkbuf_4. The final timing report lists a hold violation count of 0. The post-DP HPWL is between 300 and 400 µm. The floorplan report gives the top-level pin count as 8.

After the flow finishes, the layout carries non-filler instances totaling between 60 and 70. The routed layout reports a DRC error count of 0. The cell type with the largest total area after synthesis is edfxtp_1.

The power per cell area is 826 nW/µm². The number of cells in the yosys synthesis report is 11. The number of buffer and inverter instances along the worst setup path is 1. The clock sink count came out at 4. The total via count in the routed design is 113. The total CTS buffers came out at 3. The per-instance average area after synthesis is roughly 14 µm². The average vias per placed instance came out at approximately 1.7. The worst setup path is captured at an output port.

The number of standard-cell rows in the floorplan is 21. The peak supply drop came out at around 0.00033 V. The largest stage delay on the critical path is about 0.49 ns. The number of warning messages in the yosys log is 2.

The area added between synthesis and finish came out at 99.2%. The die is 80 µm tall. The number of synthesized register bits is 4.

The initial antenna violation count is 0. After technology mapping, the gate count stands at 11. Sorting the synthesized cells by how often they occur yields edfxtp_1 (3), nor2b_1 (2). The most instantiated flip-flop cell in the synthesis netlist is edfxtp_1. The required time of the worst setup path came out at approximately 1.4 ns.

The weighted congestion reported at the end of routability-driven placement is between 0.6 and 0.7. The maximum buffer depth of the clock tree came out at 2. The core outline area is between 3000 and 4000 µm². The critical path arrival is 1.03 ns. For this run, the register share of the synthesized area comes to a little under three quarters. Yosys reported that registers with async set or reset make up 0%. Counting distinct cell types in the post-synthesis netlist gives 8. Setup repair after global routing left no endpoint under its margin. The final report gives the core utilization as 9.05%. The routed design ends up with an antenna cell count of 0.

After layout, the minimum clock period comes to approximately 1.4 ns. The final total negative setup slack is 0 ns. Looking at the max-slew report, the worst-margin pin has a slew of around 0.14 ns.

The final worst clock skew is between 0.004 and 0.005 ns. The fraction of post-synthesis cell area in the top cell type by area came out at between 50% and 60%. The timing report attributes the biggest portion of critical-path delay to buffers and inverters. The quantity of hold-fixing buffers added after cts is 0.

The violation count after the first detailed-routing iteration is 3. The cell area after synthesis is between 150 and 200 µm². Counting the fill cells in the layout gives approximately 400. The initial cell density of the core is under 10%. The final max-slew violation count is 0. The count of placed standard cells including taps is 64. The deepest level of the CTS H-tree is 1.

The die width came out at 80 µm. The fraction of final layout cells with drive strength greater than 1 came out at 18.2%. The final critical path takes up about three quarters of the cycle. Yosys attributes the largest share of cell area to edfxtp_1 (58%), dfxtp_1 (13%), nor2b_1 (8.1%). The achievable frequency is roughly 0.72 GHz. The worst setup path is launched from a flip-flop.

The worst relative slew slack came out at between 90% and 100%. The registers of the reported paths see a clock transition of about 0.04 ns. The register-to-register path setup slack came out at 0.85 ns. The first-pass iteration count of the detailed router is 2.

The number of synthesized flops with an enable pin is 3. The number of buffer cells added on primary ports came out at 7. The aggregate global routing overflow is 0.
-- per-stage QoR --
stage          cell area (µm²)  power (W)  hold WS, ns
5_1_grt                    309   0.000274        0.515
3_3_place_gp               283   0.000135        0.472
2_1_floorplan              155   0.000117        0.467
6_report                   309   0.000255        0.515
4_1_cts                    309   0.000262        0.505
3_5_place_dp               283   0.000136        0.486
-- cells in the final DEF (no fill, tap or decap) --
cell,n
edfxtp_1,3
nor2b_1,2
xnor2_1,1
clkdlybuf4s50_1,7
clkbuf_1,1
nor2_1,1
o21ai_1,1
clkbuf_4,3
nand2_1,1
dfxtp_1,1
mux2_2,1
-- path summary, 6_finish.rpt --
check                  from  cells past startpoint   endpoint
setup reg to reg  reg_a.out                      2  reg_a.out
hold / removal    reg_a.out                      0  reg_o.out
setup / recovery  reg_o.out                      1     out[0]
hold reg to reg   reg_a.out                      0  reg_o.out
-- registers in the layout, summed over array words and instances (netlist names) --
signal / count
reg_a.out: 1
reg_b.out: 1
reg_carry.out: 1
reg_o.out: 1
-- power breakdown --
group,internal (W),switching [W]
Clock,0.0000833,0.0000377
Combinational,0.0000188,0.00000680
Sequential,0.000106,0.00000265
Total,0.000208,0.0000471
-- kinds of logic after synthesis --
logic type	after synthesis	synth area share, %
muxes	1	7.26
DFF	4	71.0
AOI/OAI and AO/OA	1	3.22
and+or+nand+nor	4	12.9
xor gates and xnor gates	1	5.65
-- per-layer routing --
metal / track usage [%] / wire (µm) / vias to the layer above
li1: - / - / 60
met1: 1.88 / 248 / 43
met2: 1.20 / 75 / 10
met3: 1.48 / 55 / 0
met4: 0.176 / 0 / 0
met5: 0 / 0 / -
-- final cells by class --
| type | instances | area (µm²) | share of cell area [%] |
|---|---|---|---|
| clock buffers | 4 | 26.3 | 8.50 |
| multi-input cells | 7 | 45.0 | 14.6 |
| repair buffers | 7 | 70.1 | 22.7 |
| flip-flops and latches | 4 | 110 | 35.6 |
| well taps | 46 | 57.6 | 18.6 |
No activity file was given, so power comes from the tool's default toggle rates.
