File: /design/flow/design.v
module decoder_7seg (
	output reg [6:0] seg_out,
	input [3:0] hex_in
);
	always @(hex_in) begin
		case (hex_in)
			4'd0: seg_out = 7'b1000000;
			4'd1: seg_out = 7'b1111001;
			4'd2: seg_out = 7'b0100100;
			4'd3: seg_out = 7'b0110000;
			4'd4: seg_out = 7'b0011001;
			4'd5: seg_out = 7'b0010010;
			4'd6: seg_out = 7'b0000010;
			4'd7: seg_out = 7'b1111000;
			4'd8: seg_out = 7'b0000000;
			4'd9: seg_out = 7'b0011000;
			4'd10: seg_out = 7'b0001000;
			4'd11: seg_out = 7'b0000011;
			4'd12: seg_out = 7'b1000110;
			4'd13: seg_out = 7'b0100001;
			4'd14: seg_out = 7'b0000110;
			4'd15: seg_out = 7'b0001110;
			default: seg_out = 7'b1111111;
		endcase
	end
endmodule
File: /design/flow/run.sh
#!/bin/bash
# OpenROAD 26Q1-2900-gdf79404cd8, Yosys 0.63+post, stock flow scripts
make -C /OpenROAD-flow-scripts/flow DESIGN_CONFIG=/design/flow/config.mk WORK_HOME=/design/flow/orfs finish
File: /design/flow/config.mk
export PLATFORM = sky130hd
export DESIGN_NAME = decoder_7seg
export DESIGN_NICKNAME = decoder_7seg
export VERILOG_FILES = /design/flow/design.v
export SDC_FILE = /design/flow/constraint.sdc
export NUM_CORES = 4
export LEC_CHECK = 1
export CORE_AREA = 10 10 70 70
export DIE_AREA = 0 0 80 80
File: /design/flow/constraint.sdc
current_design decoder_7seg

set clk_period 1.1
set clk_io_pct 0.2

create_clock -name clk0 -period $clk_period

set non_clock_inputs [all_inputs -no_clocks]
set_input_delay [expr $clk_period * $clk_io_pct] -clock clk0 $non_clock_inputs
set_output_delay [expr $clk_period * $clk_io_pct] -clock clk0 [all_outputs]
==> results.json <==
{
  "gp_congestion": 0.776,
  "track_usage_pct": 3.30,
  "max_freq_ghz": 0.722,
  "slowest_stage": "mux2_2",
  "ant_nets": 0,
  "hold_buffers": 0,
  "status": "complete, but fails checks",
  "fin_util_pct": 18.8,
  "netlist_top_cells_count": "ha_1 (6), inv_1 (3), mux2i_1 (3), nor2_1 (3), o21ai_0 (3)",
  "dp_slack_ps": -1140,
  "fin_crit_sh_pct": 126,
  "fin_crit_ps": 1390,
  "violations": "negative setup slack",
  "cp_max_fo": 3,
  "fp.coreArea_mm2": 0.00342,
  "flops": 0,
  "antenna_found_initial": 0,
  "worstSetupPathDepth": 6,
  "finalSetupViolations": 7,
  "worstPathRequired_ps": 880,
  "clock_buffers": 0,
  "worstSetupEndpointType": "output port",
  "design_area_um2": 643,
  "worst_pin_slew_ps": 223,
  "hold_viol": 0,
  "dpl.hpwl_um": 709,
  "drive_gt1_share_pct": 80.4,
  "p_per_area_mw_per_mm2": 364,
  "die_area_mm2": 0.00640,
  "syn_area_per_cell_um2": 7.51,
  "drt-initial-drc-count": 2,
  "drv_cap": 0,
  "dr.pass1.iters": 3,
  "synthesis.area_um2": 255,
  "die_w_um": 80,
  "grt_pass1_vias": 375,
  "p_leak_nw": 0.274,
  "arrival_ps": 1170,
  "combGateArea_um2": 349,
  "synth_top_area_share_pct": 29.4,
  "seq_area_frac_synth_pct": 0,
  "grt_pass1_wl_um": 1750,
  "hold_ws_ps": 890,
  "grt_max_degree": 9,
  "ys_cells": 34,
  "log.warning_count": 40,
  "grt_overflow": 0,
  "fillerInstances": 387,
  "ios": 11,
  "hold_depth": 4,
  "port_buffers": 11,
  "cp-start-kind": "input pin",
  "wl_per_cell_um": 10.8,
  "drcViolationCount": 0,
  "slowest_delay_ps": 250,
  "critical_path.cell_chain": "buf_12 > buf_8 > ha_4 > mux2_2 > a22o_1 > buf_2",
  "wl_um": 1110,
  "ff_latch_area_um2": 0,
  "fin_ws_ps": -286,
  "top_area_cell": "ha_1",
  "synth_top_cell_by_count": "ha_1",
  "critical_path_class": "input pin to output port",
  "synth_warnings": 1,
  "worst-path-buf-inv": 3,
  "ir_drop_mv": 0.208,
  "vias": 328,
  "rsz0062_at_grt": "yes",
  "cp_top_family": "buffers and inverters",
  "die_height_um": 80,
  "fp-utilization_pct": 7.47,
  "viasPerCell": 3.22,
  "ys_area_um2": 255,
  "postSynthCellCount": 34,
  "top_cells_by_area": "ha_1 (29%), mux2i_1 (12%), a22o_1 (6.9%)",
  "slew_violations": 0,
  "relSlewSlack_pct": 85.0,
  "antennaDiodeCount": 0,
  "placed_area_um2": 465,
  "synth_cell_type_count": 19,
  "min_path_type": "input pin to output port",
  "area_growth_syn_to_layout_pct": 152,
  "rows": 21
}
==> cell families (layout without fill, tap and decap cells) <==
logic type / after synthesis / in the layout / synth area share (%)
simple gates: 10 / 10 / 21.1
mux: 4 / 4 / 16.2
compound gates: 9 / 9 / 23.0
buf+inv: 5 / 27 / 10.3
fa+ha+maj: 6 / 6 / 29.4
==> where the power goes <==
group / switching, mW / leakage, nW / internal [mW]
clock network: 0 / 0 / 0
logic: 0.101 / 0.274 / 0.133
registers: 0 / 0 / 0
==> cells in the final DEF (no fill, tap or decap), types with 2 or more instances in the layout <==
| cell type | netlist | routed |
|---|---|---|
| buf_4 | 0 | 9 |
| nor2_2 | 1 | 2 |
| ha_4 | 0 | 5 |
| o21ai_2 | 0 | 2 |
| a22o_1 | 2 | 2 |
| buf_6 | 1 | 4 |
| mux2i_1 | 3 | 2 |
| nand2b_4 | 0 | 2 |
| buf_2 | 0 | 5 |
| buf_8 | 0 | 2 |
==> path summary, 6_finish.rpt <==
| kind | from | to | slack, ps |
|---|---|---|---|
| setup / recovery | hex_in[0] | seg_out[6] | -290 |
| hold / removal | hex_in[3] | seg_out[2] | 890 |
==> worst min-delay path, cell delays in order <==
cell and delay, ps:
buf_4 140, nor2_4 80, a22o_1 130, clkbuf_2 90
==> final cells by class <==
type               count  area share, %
inverters              3           3.70
multi-input cells     29           54.3
well taps             46           8.95
repair buffers        24           33.1
==> repair_timing <==
item | in CTS | in global routing
cloned | 1 | 0
resized | 64 | 15
setup buffers | 5 | 1
pin swaps | 7 | 9
endpoints found under the setup margin | 7 | 7
==> stage by stage <==
stage          total power, mW  setup TNS [ps]  std cells
4_1_cts                  0.208           -1640        101
3_5_place_dp             0.163           -7530         95
2_1_floorplan           0.0672           -3.18         34
6_report                 0.234           -1330        102
5_1_grt                  0.255           -1590        102
3_3_place_gp             0.157           -7300         95
==> metal layers <==
metal | track usage (%) | vias to the layer above | wire length [µm]
li1 | - | 166 | -
met1 | 4.75 | 151 | 609
met2 | 4.90 | 11 | 418
met3 | 1.14 | 0 | 78
met4 | 0 | 0 | 0
met5 | 0 | - | 0
Power and IR drop assume default switching activity.
